File: /design/flow/run.sh
#!/bin/bash
# OpenROAD 26Q1-2900-gdf79404cd8, Yosys 0.63+post, stock flow scripts
make -C /OpenROAD-flow-scripts/flow DESIGN_CONFIG=/design/flow/config.mk WORK_HOME=/design/flow/orfs finish
File: /design/flow/config.mk
export PLATFORM = sky130hd
export DESIGN_NAME = stream_upsize
export DESIGN_NICKNAME = stream_upsize
export VERILOG_FILES = /design/flow/design.v
export SDC_FILE = /design/flow/constraint.sdc
export NUM_CORES = 4
export LEC_CHECK = 1
export CORE_UTILIZATION = 30
export SYNTH_HDL_FRONTEND = slang
File: /design/flow/constraint.sdc
current_design stream_upsize

set clk_period 4.4
set clk_io_pct 0.2

create_clock -name clk0 -period $clk_period [get_ports {clk}]

set non_clock_inputs [all_inputs -no_clocks]
set_input_delay [expr $clk_period * $clk_io_pct] -clock clk0 $non_clock_inputs
set_output_delay [expr $clk_period * $clk_io_pct] -clock clk0 [all_outputs]
File: /design/flow/design.v
`timescale 1ns / 1ps
module stream_upsize #(
    parameter T_DATA_WIDTH = 4,
    parameter T_DATA_RATIO = 2,
    parameter fifo_depth = 32
)(
    input  logic                    clk,
    input  logic                    rst_n,
    input  logic [T_DATA_WIDTH-1:0] s_data_i,
    input  logic                    s_last_i,
    input  logic                    s_valid_i,
    output logic                    s_ready_o,
    output logic [T_DATA_WIDTH-1:0] m_data_o [T_DATA_RATIO-1:0],
    output logic [T_DATA_RATIO-1:0] m_keep_o,
    output logic                    m_last_o,
    output logic                    m_valid_o,
    input logic                     m_ready_i
  );
    logic [T_DATA_WIDTH-1:0] buffer [fifo_depth-1:0];       
    logic                    buffer_last [fifo_depth-1:0];  
    logic [$clog2(fifo_depth)-1:0] head;        
    logic [$clog2(fifo_depth)-1:0] tail;        
    logic                          buff_full;   
    logic                          buff_empty;  
    logic                          wr_en;       
    logic                          rd_en;       
    logic                          rd_cntr;     
    always_comb begin
        if ((head - tail) >= 0) begin
            buff_full = ((head - tail) != (fifo_depth - 1)) ? 0 : 1;
        end else begin
            buff_full = ((head - tail + fifo_depth) != (fifo_depth - 1)) ? 0 : 1;
        end
    end
    assign rd_en = ~buff_empty;
    assign wr_en = ~(buff_full || ~s_ready_o); 
    assign buff_empty = ~(head != tail);
    always_ff @(posedge clk or negedge rst_n) begin
        if (~rst_n) begin
            s_ready_o <= 1;
        end
        else begin
            if (s_last_i) 
                s_ready_o <= 0; 
            if (~s_ready_o)
                s_ready_o <= 1;
        end 
    end
    always_ff @(posedge clk or negedge rst_n) begin
        if (~rst_n) begin
            head <= 0;
            for (int i=0; i<fifo_depth; i++) begin
                buffer[i] <= '0;
                buffer_last[i] <= 0;
            end
        end
        else begin
            if (s_valid_i && wr_en) begin
                    buffer[head] <= s_data_i;
                    buffer_last[head] <= s_last_i;
                    head <= (head == fifo_depth - 1) ? 0 : head + 1;
            end 
        end 
    end
    logic last_pkt;
    always_ff @(posedge clk or negedge rst_n) begin
        if (~rst_n) begin
             m_last_o <= 0;
             m_valid_o <= 0;
             rd_cntr <= 0;
             tail <= 0;
             m_keep_o <= '0;
             last_pkt <= 0;
             for (int i=0; i<T_DATA_RATIO; i++)
                 m_data_o[i] <= '0;
        end else begin
		      m_valid_o <= 0;
				m_last_o <= 0;
            if (rd_en && m_ready_i) begin
                    if (~rd_cntr) begin
                            m_data_o[0] <= buffer[tail];
                            last_pkt <= buffer_last[tail];
                            m_keep_o <= 2'b01; 
                            tail <= (tail == fifo_depth - 1) ? 0 : tail + 1;
                    end else begin
                            if (last_pkt) begin
                                    m_data_o[1] <= '0;
                                    m_last_o <= last_pkt;
                                    m_valid_o <= 1;
                            end else begin
                                    m_data_o[1] <= buffer[tail];
                                    m_last_o <= buffer_last[tail];
                                    m_keep_o <= 2'b11; 
                                    m_valid_o <= 1;
                                    tail <= (tail == fifo_depth - 1) ? 0 : tail + 1;
                            end
                    end
                    rd_cntr <= ~rd_cntr;
            end            
        end
    end
endmodule 
==> Changelog: implementation <==
### Implementation results

- Run status: complete, no violations
- Routed WL: slightly below 20 mm
- Leak Pwr: 0.00468 uW
- TNS Setup: 0 ns
- Max cap viols: 0
- Final Util: between 30% and 40%
- # diodes: 0
- Drt via density: 4.87
- Crit share post-route: about 75%
- Critical path startpoint category: flop
- Area grow syn2layout: 10.6%
- TritonRoute pass-1 iters: 4
- Largest area contributor in the netlist: dfrtp_1
- H-Tree Level Count: 4
- GPL Wtd Cong: between 0.8 and 0.9
- Final std cells w/o fill: 1044
- Max FO, Critical Path: roughly 40
- Share of cells above drive strength 1: ~40%
- Clock slew seen by the registers of the worst setup and hold paths: 0.07 ns
- Antenna violations before repair: 0
- CP Capture Type: flop
- Routed vias: about 5100
- Hold_buf cts: 0
- CTS tree: yes
- RSZ-0062 raised after global routing: no
- Post-Synthesis Cells: 643
- Finish-stage setup viols: 0
- HPWL Detailed: approximately 12 mm
- Distinct lib cells: 41
- Fmax: ~300 MHz
- Slew HR: between 40% and 50%
- Die Size: approximately 0.032 sq mm
- RR Endpoint: buffer[68]$_DFFE_PN0P_
- Init Core Util: a little under a third
- Final min period: approximately 3.3 ns
- Worst reg-to-reg path cell count: 7
- Worst Path Required: approximately 4.7 ns
- Drt initial violations: ~340
- Clock sinks: roughly 190
- Number of global-route vias before repair: ~5400
- Syn Area/Cell: between 10 and 15 sq um
- Worst r2r src: tail[2]$_DFFE_PN0P_
- Yosys warning count: 0
- Placeable Area: ~0.031 sq mm
- R2R setup slack: 1.11 ns
- Cell area after synthesis: ~0.0093 sq mm
- Pin count of the biggest net entering global routing: 107
- CTS Buffer Depth: 2
- HP Class: primary input to asynchronous set/reset pin
- Worst path arrival time: roughly 3.6 ns
- Critical Path Source: tail[2]$_DFFE_PN0P_
- Port Buf Inserts: 21
- Clock Latency Late Sink: between 0.4 and 0.5 ns
- Die Width: 178 um
- PostCTS Resize Cnt: 0
- Drt wl/cell: roughly 18 um
- Placed cells: between 1000 and 1500
- Row Count: 64
- Power per cell area: between 600 and 700 mW/mm^2
- First-pass GRT wire length: between 30 and 40 mm
- Peak VDD IR: 317 uV
- Grt ovf: 0
- Measured slew at the worst slew-check pin: between 0.7 and 0.8 ns
- Tool warnings: 30
- Yosys reg bits: between 150 and 200
- Yosys stat cell total: ~640
- Hold WS: ~0.46 ns
- Post-route DRC: 0
- Main synth FF type: dfrtp_1
- Synth area leaders: dfrtp_1 50%, mux2_4 14%, mux2_2 9.5%
- Postcts setup bufs: 0
- Seq share, synth: 49.8%
- Max-slew violations: 0
- Top-area cell share: 49.6%
- Final hold vios: 0
- Crit path capture: buffer[68]$_DFFE_PN0P_
- Number of buffers created by CTS: 17
- WS Path Type: flop to flop
- Post-synth ARST share: 100%
- GRT Total Usage: about 13%
- EDFF count, synth: 0
- YS chip area: around 0.0093 sq mm
- Ports: 22
- Setup skew after layout: ~0.014 ns
- Antenna-violating nets left: 0
- Root Buffer Master: clkbuf_16
- Die Y: 178 um
==> registers in the layout, indices dropped and copies added (netlist names) <==
name and count:
rd_cntr 1, m_data_o 8, m_last_o 1, m_keep_o 2
m_valid_o 1, buffer 128, tail 5, head 5
buffer_last 32, last_pkt 1, s_ready_o 1
==> synth_stat cells (5+ instances only) <==
master / count
buf_6: 23
and3_1: 24
a21oi_1: 13
clkbuf_1: 27
mux2_2: 78
nor2_1: 13
mux4_2: 30
mux2i_1: 20
inv_1: 9
dfrtp_1: 184
o21ai_0: 17
a22oi_1: 8
nand3_2: 11
ha_1: 12
a21o_1: 5
o221ai_1: 9
buf_2: 5
nand2_1: 25
mux2_4: 85
==> worst min path at each step <==
stage | startpoint | endpoint | depth (start not counted)
6_report | rst_n | buffer[67]$_DFFE_PN0P_ | 1
4_1_cts | s_ready_o$_DFF_PN1_ | s_ready_o$_DFF_PN1_ | 1
5_1_grt | s_ready_o$_DFF_PN1_ | s_ready_o$_DFF_PN1_ | 1
==> layout by cell type, fill, tap and decap left out, drive strengths merged <==
master	n
clkinvlp	4
clkdlybuf4s50	20
a32oi	1
bufinv	2
o221ai	9
inv	13
a31oi	1
and2	2
nand4	2
o21a	3
mux2i	20
nor3	2
o22ai	4
fa	1
or2	3
dfstp	1
clkbuf	18
a22oi	8
mux4	30
nor2b	2
nor3b	3
nand3	15
nand2	25
a21o	5
mux2	164
and3	25
nand2b	4
a32o	3
o21ai	17
xor2	1
nor2	13
clkinv	7
o311a	1
buf	9
dfrtp	184
a21oi	13
ha	12
xnor2	1
==> where the power goes <==
group	internal [uW]	switching (uW)
clock network	848	683
registers	2260	415
logic	1280	1040
==> through the flow <==
step	power [uW]	cell area (sq um)	setup slack [ns]
after floorplan	4420	9290	1.35
after global placement	5000	9680	1.27
after detailed placement	5020	9680	1.19
after CTS	6580	10300	1.18
after global routing	6930	10300	0.874
final	6520	10300	1.11
==> worst max-delay path, stage by stage (launching register included) <==
cell,delay (ns)
dfrtp_1,0.77
clkinv_1,0.46
ha_1,0.42
xnor2_1,0.13
nand4_1,0.10
o311a_4,0.46
and3_1,0.50
mux2_4,0.33
==> logic make-up (layout without fill, tap and decap cells) <==
| logic type | count (synthesis) | after routing | synth area share [%] |
|---|---|---|---|
| multiplexers | 214 | 214 | 32.7 |
| XOR/XNOR | 2 | 2 | 0.189 |
| AND/OR/NAND/NOR | 96 | 96 | 5.90 |
| AND-OR/OR-AND | 65 | 65 | 4.74 |
| flip-flops | 185 | 185 | 49.8 |
| adder cells (fa/ha/maj) | 13 | 13 | 1.83 |
| buffers and inverters | 68 | 73 | 4.75 |
==> cell type report <==
class,instances,area (sq um)
clock buffers,17,425
flip-flops and latches,185,4630
repair buffers,30,294
clock inverters,15,169
inverters,11,41.3
well taps,396,495
fillers,2897,20200
multi-input cells,390,4220
==> layer usage <==
layer  vias to the layer above  wire length, um  global-route usage (%)
li1                       2326                -                       -
met1                      2660             9040                    20.3
met2                        84             9180                    20.8
met3                        10              823                    3.43
met4                         0              227                    1.42
met5                         -                0                       0
Power and IR drop assume default switching activity.
